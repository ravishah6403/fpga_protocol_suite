===== ./config.mk =====
export PLATFORM = sky130hd
export DESIGN_NAME = uart
export DESIGN_NICKNAME = uart
export VERILOG_FILES = /design/flow/design.v
export SDC_FILE = /design/flow/constraint.sdc
export NUM_CORES = 4
export LEC_CHECK = 1
export CORE_UTILIZATION = 30

===== ./constraint.sdc =====
current_design uart

set clk_period 6.9
set clk_io_pct 0.2

create_clock -name clk0 -period $clk_period [get_ports {clk}]

set non_clock_inputs [all_inputs -no_clocks]
set_input_delay [expr $clk_period * $clk_io_pct] -clock clk0 $non_clock_inputs
set_output_delay [expr $clk_period * $clk_io_pct] -clock clk0 [all_outputs]

===== ./design.v =====
module uart
#(
    parameter DELAY_FRAMES = 234  
)
(
    input clk,
    input uart_rx,
    output uart_tx,
    output reg [5:0] led,
    input btn1
);
localparam HALF_DELAY_WAIT = (DELAY_FRAMES / 2);
reg [3:0] rxState = 0;
reg [12:0] rxCounter = 0;
reg [7:0] dataIn = 0;
reg [2:0] rxBitNumber = 0;
reg byteReady = 0;
localparam RX_STATE_IDLE = 0;
localparam RX_STATE_START_BIT = 1;
localparam RX_STATE_READ_WAIT = 2;
localparam RX_STATE_READ = 3;
localparam RX_STATE_STOP_BIT = 5;
always @(posedge clk) begin
    case (rxState)
        RX_STATE_IDLE: begin
            if (uart_rx == 0) begin
                rxState <= RX_STATE_START_BIT;
                rxCounter <= 1;
                rxBitNumber <= 0;
                byteReady <= 0;
            end
        end 
        RX_STATE_START_BIT: begin
            if (rxCounter == HALF_DELAY_WAIT) begin
                rxState <= RX_STATE_READ_WAIT;
                rxCounter <= 1;
            end else 
                rxCounter <= rxCounter + 1;
        end
        RX_STATE_READ_WAIT: begin
            rxCounter <= rxCounter + 1;
            if ((rxCounter + 1) == DELAY_FRAMES) begin
                rxState <= RX_STATE_READ;
            end
        end
        RX_STATE_READ: begin
            rxCounter <= 1;
            dataIn <= {uart_rx, dataIn[7:1]};
            rxBitNumber <= rxBitNumber + 1;
            if (rxBitNumber == 3'b111)
                rxState <= RX_STATE_STOP_BIT;
            else
                rxState <= RX_STATE_READ_WAIT;
        end
        RX_STATE_STOP_BIT: begin
            rxCounter <= rxCounter + 1;
            if ((rxCounter + 1) == DELAY_FRAMES) begin
                rxState <= RX_STATE_IDLE;
                rxCounter <= 0;
                byteReady <= 1;
            end
        end
    endcase
end
always @(posedge clk) begin
    if (byteReady) begin
        led <= ~dataIn[5:0];
    end
end
reg [3:0] txState = 0;
reg [24:0] txCounter = 0;
reg [7:0] dataOut = 0;
reg txPinRegister = 1;
reg [2:0] txBitNumber = 0;
reg [3:0] txByteCounter = 0;
assign uart_tx = txPinRegister;
localparam MEMORY_LENGTH = 12;
reg [7:0] testMemory [MEMORY_LENGTH-1:0];
initial begin
  	testMemory[0] = "H";
  	testMemory[1] = "e";
  	testMemory[2] = "l";
  	testMemory[3] = "l";
  	testMemory[4] = "o";
  	testMemory[5] = " ";
  	testMemory[6] = "W";
  	testMemory[7] = "o";
  	testMemory[8] = "r";
  	testMemory[9] = "l";
  	testMemory[10] = "d";
    testMemory[11] = " ";
end
localparam TX_STATE_IDLE = 0;
localparam TX_STATE_START_BIT = 1;
localparam TX_STATE_WRITE = 2;
localparam TX_STATE_STOP_BIT = 3;
localparam TX_STATE_DEBOUNCE = 4;
always @(posedge clk) begin
    case (txState)
        TX_STATE_IDLE: begin
            if (btn1 == 0) begin
                txState <= TX_STATE_START_BIT;
                txCounter <= 0;
                txByteCounter <= 0;
            end
            else begin
                txPinRegister <= 1;
            end
        end 
        TX_STATE_START_BIT: begin
            txPinRegister <= 0;
            if ((txCounter + 1) == DELAY_FRAMES) begin
                txState <= TX_STATE_WRITE;
                dataOut <= testMemory[txByteCounter];
                txBitNumber <= 0;
                txCounter <= 0;
            end else 
                txCounter <= txCounter + 1;
        end
        TX_STATE_WRITE: begin
            txPinRegister <= dataOut[txBitNumber];
            if ((txCounter + 1) == DELAY_FRAMES) begin
                if (txBitNumber == 3'b111) begin
                    txState <= TX_STATE_STOP_BIT;
                end else begin
                    txState <= TX_STATE_WRITE;
                    txBitNumber <= txBitNumber + 1;
                end
                txCounter <= 0;
            end else 
                txCounter <= txCounter + 1;
        end
        TX_STATE_STOP_BIT: begin
            txPinRegister <= 1;
            if ((txCounter + 1) == DELAY_FRAMES) begin
                if (txByteCounter == MEMORY_LENGTH - 1) begin
                    txState <= TX_STATE_DEBOUNCE;
                end else begin
                    txByteCounter <= txByteCounter + 1;
                    txState <= TX_STATE_START_BIT;
                end
                txCounter <= 0;
            end else 
                txCounter <= txCounter + 1;
        end
        TX_STATE_DEBOUNCE: begin
            if (txCounter == 23'b111111111111111111) begin
                if (btn1 == 1) 
                    txState <= TX_STATE_IDLE;
            end else
                txCounter <= txCounter + 1;
        end
    endcase      
end
endmodule

===== ./run.sh =====
#!/bin/bash
# OpenROAD 26Q1-2900-gdf79404cd8, Yosys 0.63+post, stock flow scripts
make -C /OpenROAD-flow-scripts/flow DESIGN_CONFIG=/design/flow/config.mk WORK_HOME=/design/flow/orfs finish

==> Flow_metrics.wiki <==
=== Physical design figures ===
{| class="wikitable"
! Metric !! Value
|-
| End of the worst register-to-register path || dataOut[2]$_DFFE_PP_
|-
| Fin crit share || 45.3%
|-
| FMAX || 320 MHz
|-
| Sinks on the clock net || 77
|-
| Yosys warning total || 1
|-
| Time the final worst path needs with I/O delays and setup || 3.13 ns
|-
| Run status || finished, final reports clean
|-
| DP Worst Slack || 3.77 ns
|-
| Final Hold Fails || 0
|-
| Starting Density || 31.1%
|-
| Clock root cell || sky130_fd_sc_hd__clkbuf_16
|-
| Post-layout worst setup margin || 3.77 ns
|-
| Hold endpoint || dataIn[5]$_DFFE_PP_
|-
| Longest Clk Path Bufs || 2
|-
| Post-detailed-routing wire length || 7530 um
|-
| Residual antenna-violating net count after detailed routing || 0
|-
| Master of the slowest instance on the critical path || sky130_fd_sc_hd__nor3_2
|-
| Worst reg-to-reg setup slack || 3.77 ns
|-
| Overall routing resource usage || 11.0%
|-
| Unrepaired setup endpoints after global routing || no
|-
| Total Neg Setup Slack || 0 ns
|-
| Clock insertion delay at the later pin of the skew report || 0.33 ns
|-
| Number of synthesized register bits || 77
|-
| Type of origin of the critical path || register
|-
| Type of the worst setup path || register to register
|-
| LEAKAGE || 1.70 nW
|-
| Crit-path max FO || 7
|-
| Overall overflow remaining after global route || 0
|-
| Count of boundary I/O pins || 10
|-
| Launch point of the worst reg-to-reg path || txCounter[0]$_DFFE_PP_
|-
| Transition time at the pin with the least slew margin || 0.572 ns
|-
| Clock slew at reported path FFs || 0.06 ns
|-
| Post-route clock skew || 0.00548 ns
|-
| Worst min-delay path startpoint || dataIn[6]$_DFFE_PP_
|-
| Number of enable-type register cells in the synthesized netlist || 77
|-
| Cell area leaders || sky130_fd_sc_hd__edfxtp_1, sky130_fd_sc_hd__ha_1, sky130_fd_sc_hd__xor2_1
|-
| Most used standard cells in the synthesized netlist || sky130_fd_sc_hd__edfxtp_1, sky130_fd_sc_hd__nor2_1, sky130_fd_sc_hd__nand2_1
|-
| Wire length of the first global-routing pass || 12,700 um
|-
| Die W || 123 um
|-
| Clock tree from TritonCTS || built
|-
| Max-slew violation count || 0
|-
| Area Growth Syn to Fin || 13.0%
|-
| Critical path arrival || 3.09 ns
|-
| Die Footprint || 0.0150 mm^2
|-
| Via count || 2,970
|-
| Cells after synthesis || 407
|-
| Core Footprint || 0.0140 mm^2
|-
| Count of buffers added by post-CTS timing repair for setup || 0
|-
| Highest ir drop seen on vdd || 0.000200 V
|-
| Post-CTS resize count || 0
|-
| Worst Setup End Kind || register
|-
| Power density relative to cell area || 292 mW/mm^2
|-
| Drc violations || 0
|-
| Via count of the first global-routing pass || 2,736
|-
| Dominant cell area share || 52.9%
|-
| Overall power || 1.44 mW
|-
| Hold buffers post-CTS || 0
|-
| Critical path's top delay family || simple AND/OR/NAND/NOR gates
|-
| Leading register cell type out of synthesis || sky130_fd_sc_hd__edfxtp_1
|-
| Bufs and invs on worst path || 0
|-
| Initial antenna violation count || 0
|-
| Cell taking the most area after synthesis || sky130_fd_sc_hd__edfxtp_1
|-
| Proportion of power drawn by the clock network || 32.6%
|-
| Min-Delay Path Depth || 0
|-
| Number of iterations in the first detailed-routing pass || 4
|-
| Post-Synthesis Mean Instance Area || 10.7 um^2
|-
| Slowest stage delay, CP || 0.47 ns
|-
| Combinational Power Share || 17.0%
|-
| Worst path required time || 6.87 ns
|-
| Netlist cell types || 54
|-
| Synth Seq Share || 52.9%
|-
| Final RePlAce weighted congestion || 0.844
|-
| Vertical die dimension || 123 um
|-
| Count of standard-cell rows || 43
|-
| Internal || 1.02 mW
|-
| Final setup violation count || 0
|-
| Routed wire length per instance || 12.7 um
|-
| Initial drt markers || 222
|-
| Yosys synthesis chip area || 0.00437 mm^2
|-
| Critical-path cell list || ha_1 > and2_1 > a31oi_1 > or3_1 > nor4_1 > o2111ai_1 > or3_4 > nor3_2
|-
| Reg power frac || 50.5%
|-
| Number of buffers created by CTS || 9
|-
| Type of the tightest min-delay check || register to register
|-
| Layout cells sized above 1 || 8.43%
|-
| Ys cells || 407
|-
| Tally of filler cells in the layout || 1,320
|-
| H-tree levels || 3
|-
| Relative slew slack || 61.7%
|-
| Post-synth ARST share || 0%
|-
| Maximum number of pins on one net before global-route repair || 26
|-
| Number of antenna cells inserted || 0
|-
| Maxcap violations || 0
|-
| Share of total power consumed by net switching || 29.2%
|-
| Half-perimeter wire length of the detailed placement result || 5140 um
|-
| Depth of the most critical reg-to-reg path || 8
|-
| Most popular library cell in the synthesized design by count || sky130_fd_sc_hd__edfxtp_1
|-
| Log Warnings || 33
|-
| Routed via count divided by cell count || 4.99
|-
| Post-synthesis instance area || 0.00437 mm^2
|-
| P_sw || 0.420 mW
|-
| Port-buffer cells || 9
|}
logic make-up (layout without fill, tap and decap cells):
| group | count (synthesis) | in the layout | synth area share (%) |
|---|---|---|---|
| mux | 5 | 5 | 1.49 |
| flops | 77 | 77 | 52.9 |
| fa+ha+maj | 15 | 15 | 4.30 |
| compound gates | 61 | 61 | 8.85 |
| simple gates | 173 | 173 | 21.6 |
| buf+inv | 39 | 47 | 3.41 |
| xor+xnor | 37 | 37 | 7.42 |
power groups by stage:
| stage | Combinational, mW | Clock [mW] | Sequential, mW |
|---|---|---|---|
| CTS | 0.246 | 0.484 | 0.726 |
| global route | 0.277 | 0.503 | 0.742 |
| finish | 0.245 | 0.469 | 0.727 |
worst reg2reg max path: cells and delay by family (launching register included):
| kind | cells | cell delay, ns |
|---|---|---|
| simple gates | 5 | 1.74 |
| flops | 1 | 0.41 |
| compound gates | 2 | 0.40 |
| fa+ha+maj | 1 | 0.20 |
metal layers:
layer / track usage [%] / wire (um) / up-vias / share of wire [%]
met3: 3.56 / 487 / 7 / 6.5
li1: - / - / 1497 / -
met1: 17.0 / 3680 / 1381 / 49
met5: 0 / 0 / - / 0
met2: 16.0 / 3270 / 85 / 43
met4: 1.45 / 89 / 0 / 1.2
through the flow:
step	instance area [um^2]	instances	hold slack, ns	util, %
after floorplan	4370	407	0.400	-
after global placement	4640	579	0.402	33.0
after detailed placement	4640	579	0.405	33.0
after CTS	4930	595	0.419	35.1
after global routing	4930	595	0.440	35.1
final	4930	595	0.417	35.1
layout by cell type, fill, tap and decap left out, drive strengths merged, types with 10 or more instances in the layout:
cell type  instances
nand4             10
nor2              46
nand3             17
a21oi             21
xor2              20
nand2             25
nor3              17
xnor2             17
inv               22
ha                15
edfxtp            77
o21ai             12
worst max path at each step:
| stage | depth (start not counted) | slack (ns) | end | startpoint |
|---|---|---|---|---|
| after CTS | 8 | 3.75 | dataOut[2]$_DFFE_PP_ | txCounter[0]$_DFFE_PP_ |
| final | 8 | 3.77 | dataOut[2]$_DFFE_PP_ | txCounter[0]$_DFFE_PP_ |
| after global routing | 8 | 3.45 | dataOut[2]$_DFFE_PP_ | txCounter[0]$_DFFE_PP_ |
cell type report:
type	instances	area, um^2	share of cell area (%)
multi-input cells	291	1920	38.9
inverters	20	75.1	1.52
clock inverters	7	72.6	1.47
flip-flops and latches	77	2310	46.9
clock buffers	9	225	4.56
repair buffers	11	105	2.13
well taps	180	225	4.56
flip-flops by register name, indices dropped and copies added (netlist names):
signal         flops
txCounter         25
rxCounter         13
dataIn             8
dataOut            7
led                6
txByteCounter      4
rxBitNumber        3
rxState            3
txBitNumber        3
txState            3
byteReady          1
txPinRegister      1
Power is estimated from default activity; no workload was simulated.
