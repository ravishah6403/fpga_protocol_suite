==> flow/design.v <==
module I2C_Master (
    input i_Clk,
    input i_Rst,
    input [6:0] i_Addr,
    input [7:0] i_TX_Data,
    input i_Enable,
    input i_RW,
    output reg [7:0] o_RX_Data,
    output wire o_Ready,
    inout ino_SDA,
    inout wire ino_SCL
);
    localparam IDLE = 0;
    localparam START = 1;
    localparam ADDRESS = 2;
    localparam READ_ACK = 3;
    localparam WRITE_DATA = 4;
    localparam WRITE_ACK = 5;
    localparam READ_DATA = 6;
    localparam READ_ACK2 = 7;
    localparam STOP = 8;
    localparam DIVIDE_BY = 4;
    reg [3:0] r_State;
    reg [7:0] r_Saved_Addr;
    reg [7:0] r_Saved_Data;
    reg [7:0] r_Counter;
    reg [7:0] r_Counter2 = 0;
    reg r_Write_Enable;
    reg r_SDA_Out;
    reg r_I2C_SCL_Enable = 0;
    reg r_I2C_Clk = 1;
    assign o_Ready = ((i_Rst == 0) && (r_State == IDLE)) ? 1 : 0;
    assign ino_SCL = (r_I2C_SCL_Enable == 0) ? 1 : r_I2C_Clk;
    assign ino_SDA = (r_Write_Enable == 1) ? r_SDA_Out : 1'bz;
    always @(posedge i_Clk) begin
        if (r_Counter2 == (DIVIDE_BY/2) - 1) begin
            r_I2C_Clk <= ~r_I2C_Clk;
            r_Counter2 <= 0;
        end
        else r_Counter2 <= r_Counter2 + 1;
    end
    always @(negedge r_I2C_Clk, posedge i_Rst) begin
        if (i_Rst == 1) r_I2C_SCL_Enable <= 0;
        else begin
            if ((r_State == IDLE) || (r_State == START) || (r_State == STOP)) r_I2C_SCL_Enable <= 0;
            else r_I2C_SCL_Enable <= 1;
        end
    end
  always @(posedge r_I2C_Clk, posedge i_Rst) begin
    if (i_Rst == 1) r_State <= IDLE;
        else begin
            case (r_State)
                IDLE : begin
                    if (i_Enable) begin
                        r_State <= START;
                        r_Saved_Addr <= {i_Addr, i_RW};
                        r_Saved_Data <= i_TX_Data;
                    end
                    else r_State <= IDLE;
                end
                START : begin
                    r_Counter <= 7;
                    r_State <= ADDRESS;
                end
                ADDRESS : begin
                    if (r_Counter == 0) r_State <= READ_ACK;
                    else r_Counter <= r_Counter - 1;
                end
                READ_ACK : begin
                    if (ino_SDA == 0) begin
                        r_Counter <= 7;
                        if (r_Saved_Addr[0] == 0) r_State <= WRITE_DATA;
                        else r_State <= READ_DATA;
                    end
                    else r_State <= STOP;
                end
                WRITE_DATA : begin
                    if (r_Counter == 0) r_State <= READ_ACK2;
                    else r_Counter <= r_Counter - 1;
                end
                READ_ACK2 : begin
                    if ((ino_SDA == 0) && (i_Enable == 1)) r_State <= IDLE;
                    else r_State <= STOP;
                end
                READ_DATA : begin
                    o_RX_Data[r_Counter] <= ino_SDA;
                    if (r_Counter == 0) r_State <= WRITE_ACK;
                    else r_Counter <= r_Counter - 1;
                end
                WRITE_ACK : begin
                    r_State <= STOP;
                end
                STOP : begin
                    r_State <= IDLE;
                end
            endcase
        end        
    end
    always @(negedge r_I2C_Clk, posedge i_Rst) begin
        if (i_Rst == 1) begin
            r_Write_Enable <= 1;
            r_SDA_Out <= 1;
        end
        else begin
            case (r_State)
                START : begin
                    r_Write_Enable <= 1;
                    r_SDA_Out <= 0;
                end
                ADDRESS : r_SDA_Out <= r_Saved_Addr[r_Counter];
                READ_ACK : r_Write_Enable <= 0;
                WRITE_DATA : begin
                    r_Write_Enable <= 1;
                    r_SDA_Out <= r_Saved_Data[r_Counter];
                end
                WRITE_ACK : begin
                    r_Write_Enable <= 1;
                    r_SDA_Out <= 0;
                end
                READ_DATA : r_Write_Enable <= 0;
                STOP : begin
                    r_Write_Enable <= 1;
                    r_SDA_Out <= 1;
                end
            endcase
        end
    end
endmodule
==> flow/run.sh <==
#!/bin/bash
# OpenROAD 26Q1-2900-gdf79404cd8, Yosys 0.63+post, stock flow scripts
make -C /OpenROAD-flow-scripts/flow DESIGN_CONFIG=/design/flow/config.mk WORK_HOME=/design/flow/orfs finish
==> flow/config.mk <==
export PLATFORM = sky130hd
export DESIGN_NAME = I2C_Master
export DESIGN_NICKNAME = I2C_Master
export VERILOG_FILES = /design/flow/design.v
export SDC_FILE = /design/flow/constraint.sdc
export NUM_CORES = 4
export LEC_CHECK = 1
export CORE_UTILIZATION = 40
==> flow/constraint.sdc <==
current_design I2C_Master

set clk_period 2.0
set clk_io_pct 0.2

create_clock -name clk0 -period $clk_period [get_ports {i_Clk}]

set non_clock_inputs [all_inputs -no_clocks]
set_input_delay [expr $clk_period * $clk_io_pct] -clock clk0 $non_clock_inputs
set_output_delay [expr $clk_period * $clk_io_pct] -clock clk0 [all_outputs]
==> job_summary.md <==
### Yosys + OpenROAD results

| Metric | Value |
|---|---|
| Status | `stopped before the end` |
| Failed at | `4_1_cts` |
| Log Error | `[error] [KeplerFormal.cpp:679] Workflow failed: Iso has multiple drivers: .ino_SDA0, ino_SDA$_DFFE_NP1P_.Q0` |
| Post-cts hold buffer count | `0` |
| Endpoints left unconstrained | `roughly 84` |
| Ys cells | `around 200` |
| Cell type with the largest total area | `edfxtp_1` |
| Post_cts resized | `0` |
| Flip-flops with a built-in enable | `33` |
| # IOs | `30` |
| Die Y | `~81 um` |
| Rows | `28` |
| Netlist Area Pre-Place | `2499 um^2` |
| Yosys stat chip area | `2499 um^2` |
| HPWL Detailed | `about 3.1 mm` |
| Register pins left without a clock | `roughly 43` |
| Port buffer count | `27` |
| Adders+Majority by Area | `2.003%` |
| Avg Inst Size Synth | `around 12 um^2` |
| Yosys xor share | `roughly 4.6%` |
| Top cells by count | `edfxtp_1, nor2_1, nand2_1` |
| Post-Synth AOI/OAI Area | `under 10%` |
| Initial Util | `around two fifths` |
| Ys flops | `52` |
| Synth unique cells | `approximately 52` |
| Clock Tree Buf Depth | `2` |
| Die width | `a little over 80 um` |
| Post-Synthesis Cells | `205` |
| Largest cells by area | `edfxtp_1, dfrtp_1, dfxtp_1` |
| Post-CTS Setup Inserts | `0` |
| Most frequent cell after synthesis | `edfxtp_1` |
| H-tree lvl count | `1` |
| Synth Warn # | `2` |
| Global placement routability congestion | `0.8035` |
| Ys async rst share | `21.15%` |
| Seq/Total Area, Yosys | `a little under three fifths` |
| CTS buffer count | `3` |
| Area leader share | `between 30% and 40%` |
| Root buffer cell | `clkbuf_8` |
| Simple-Gate Area Share | `18.18%` |
| Synth logic family | `simple AND/OR/NAND/NOR gates` |
| Synth mux share | `7.311%` |
| Main flop type after synthesis | `edfxtp_1` |
kinds of logic after synthesis:
| logic type | Yosys count |
|---|---|
| AND-OR/OR-AND | 25 |
| XOR/XNOR | 13 |
| adder cells (fa/ha/maj) | 4 |
| buffers and inverters | 18 |
| flip-flops | 52 |
| multiplexers | 13 |
| AND/OR/NAND/NOR | 80 |
through the flow:
stage	setup slack (ps)	hold slack, ps	std cells	cell area, um^2
detailed placement	199.0	447.0	300	2823
global placement	204.5	447.1	300	2823
floorplan	164.9	426.1	205	2499
